`flow/design.v`:
```
`default_nettype none
module sumItUp  
  (input  logic       ck, reset_l, go_l,
   input  logic [7:0] inA,
   output logic       done,
   output logic [7:0] sum);
  logic       ld_l, cl_l, inAeq;
  logic [7:0] addOut;
  enum bit {sA, sB} state;
  always_ff @(posedge ck, negedge reset_l) 
    begin: st_machine
    if (~reset_l) 
      state <= sA;
    else begin
      if (((state == sA) & go_l) | ((state == sB) & inAeq))
        state <= sA;
      if (((state == sA) & ~go_l) | ((state == sB) & ~inAeq))
        state <= sB;
    end
  end: st_machine
  always_ff @(posedge ck, negedge reset_l) 
    begin: reg_sum
    if (~reset_l) sum <= 0;
    else if (~ld_l) sum <= addOut;
    else if (~cl_l) sum <= 0;
  end: reg_sum
  assign  addOut = inA + sum,
        ld_l = ~(((state == sA) & ~go_l) | ((state == sB) & ~inAeq)),
        cl_l = ~((state == sB) & inAeq),
        done = (state == sB) & inAeq,
        inAeq = inA == 0;
endmodule: sumItUp
```
`flow/constraint.sdc`:
```
current_design sumItUp

set clk_period 3.4
set clk_io_pct 0.2

create_clock -name clk0 -period $clk_period [get_ports {ck}]

set non_clock_inputs [all_inputs -no_clocks]
set_input_delay [expr $clk_period * $clk_io_pct] -clock clk0 $non_clock_inputs
set_output_delay [expr $clk_period * $clk_io_pct] -clock clk0 [all_outputs]
```
`flow/run.sh`:
```
#!/bin/bash
# OpenROAD 26Q1-2900-gdf79404cd8, Yosys 0.63+post, stock flow scripts
make -C /OpenROAD-flow-scripts/flow DESIGN_CONFIG=/design/flow/config.mk WORK_HOME=/design/flow/orfs finish
```
`flow/config.mk`:
```
export PLATFORM = sky130hd
export DESIGN_NAME = sumItUp
export DESIGN_NICKNAME = sumItUp
export VERILOG_FILES = /design/flow/design.v
export SDC_FILE = /design/flow/constraint.sdc
export NUM_CORES = 4
export LEC_CHECK = 1
export CORE_AREA = 10 10 73 73
export DIE_AREA = 0 0 83 83
```
==> job_summary.md <==
### Flow metrics

| Metric | Value |
|---|---|
| Kind of cell with the highest combined delay on the critical path | `buffers and inverters` |
| Peak supply drop | `0.227 mV` |
| Mean post-synth cell area | `10.8 sq um` |
| Total length of routed wires | `1700 um` |
| Clock transition at path regs | `50 ps` |
| Y dimension of the die | `83 um` |
| Cell total in the yosys stat output | `61` |
| Kind of critical path | `in2out` |
| Worst Path Required | `2720 ps` |
| Cell area after synthesis | `657 sq um` |
| GRT Resource Usage Total | `5.14%` |
| GPL Wtd Cong | `0.829` |
| Worst hold margin | `537 ps` |
| Setup Total Neg Slack | `0 ps` |
| TritonCTS clock tree | `yes` |
| First-pass iteration count of the detailed router | `4` |
| Async SR Flop Fraction | `100%` |
| Min-delay src | `sum[4]$_DFFE_PN0P_` |
| Remaining DRCs | `0` |
| Final hold violation count | `0` |
| Chip area line of the yosys report | `657 sq um` |
| Flip-flops with a built-in enable | `0` |
| Library cell used as clock root buffer | `clkbuf_8` |
| Floorplan utilization | `17.5%` |
| GR met1 Demand/Resource | `6.37%` |
| Crit path buffers/inverters | `3` |
| Register Area | `225 sq um` |
| Buffer depth of the longest clock path | `2` |
| Warnings, synthesis | `1` |
| Most used standard cells in the synthesized netlist | `9 x dfrtp_1, 7 x a22o_1, 7 x ha_1` |
| Crit path max-delay cell type | `clkdlybuf4s50_1` |
| Sum of net half-perimeters after detailed placement | `1360 um` |
| Hold Crit Depth | `1` |
| Die outline area | `0.00689 sq mm` |
| Number of fill cells | `419` |
| Period utilisation layout | `84.2%` |
| Most common cell in the synthesized netlist | `dfrtp_1` |
| Overall power after layout | `0.804 mW` |
| Setup repair after global routing missed its margin | `false` |
| Worst flop-to-flop path startpoint | `sum[0]$_DFFE_PN0P_` |
| Max Clk Rate | `0.349 GHz` |
| Number of warnings in the stage logs | `25` |
| # clock sinks | `9` |
| Biggest area consumer among synthesized cells | `dfrtp_1` |
| Die X-Extent | `83 um` |
| Cell depth of the worst flop-to-flop path | `7` |
| Final number of setup-violating endpoints | `0` |
| Antenna Cells | `0` |
| Power per standard cell area | `851 mW/mm^2` |
| Residual overflow from global routing | `0` |
| Count of cell types in the netlist | `29` |
| Final Critical Period | `2860 ps` |
| Tightest Pin Transition | `420 ps` |
| Most used cell, CP | `clkdlybuf4s50_1` |
| Final max-slew violation count | `0` |
| CTS Buf Count | `3` |
| Post-route clock skew | `1.33 ps` |
| Iteration-0 DRC count of the detailed router | `14` |
| Clock latency at the later pin of the worst-skew pair | `230 ps` |
| List of cells traversed by the critical path | `clkdlybuf4s50_1 -> nor3_1 -> nand4_1 -> inv_1 -> clkdlybuf4s50_1` |
| Top-level I/O count | `20` |
| Port Buf Inserts | `19` |
| Logic depth of the worst setup path including buffers | `5` |
| Detailed-route via count | `561` |
| Slack of the worst reg-to-reg path | `1400 ps` |
| Kind of capture point of the worst setup path | `primary output` |
| Tightest slew margin relative to the limit | `71.9%` |
| Critical path fanouts, max | `3` |
| Synthesized flop and latch total | `9` |
| Post-synthesis sequential area ratio | `34.3%` |
| Synth-to-Final Area Change | `43.8%` |
| Most area-consuming cells after synthesis | `dfrtp_1 34%, ha_1 13%, a22o_1 9.3%` |
| # resized after CTS | `0` |
| Post-detailed-route via-to-cell ratio | `4.28` |
| Wire length of the first global-routing pass | `2990 um` |
| Terminus of the critical flop-to-flop path | `sum[6]$_DFFE_PN0P_` |
| Total number of placement rows | `22` |
| GR Util met3 | `2.95%` |
| Layer carrying the most global-route usage | `met2` |
| Largest net degree at the start of global routing | `11` |
| Met2 Use GR | `7.96%` |
| Outcome | `completed` |
| Gate count after technology mapping | `61` |
| Via count of the first global-routing pass | `618` |
| Type of origin of the critical path | `primary input` |
| Leak Pwr | `0.405 nW` |
| # hold bufs at CTS | `0` |
| Worst Path Arrival | `2180 ps` |
| Logic cell area | `413 sq um` |
| Share of layout cells above drive strength 1 | `12.0%` |
| Number of H-tree levels | `1` |
| Capture endpoint of the worst hold path | `sum[4]$_DFFE_PN0P_` |
| Wire length per cell | `12.9 um` |
| Path class of the lowest-slack min-delay path | `reg2reg` |
| Slowest cell delay on critical path | `490 ps` |
| Std-Cell Core Area | `0.00374 sq mm` |
| Setup fix buffers added after clock tree synthesis | `0` |
| Synth Flop Type | `dfrtp_1` |
| Number of max-cap violations | `0` |
| Antenna violations before repair | `0` |
| Antenna Violating Nets Remaining | `0` |
| Max-area cell share | `34.3%` |
## cell usage in the layout, fill, tap and decap left out, types with 2 or more instances in the layout
master	Yosys	layout
a22o_1	7	7
clkbuf_8	0	3
dfrtp_1	9	9
xor2_1	2	2
ha_1	7	7
nor2_1	2	2
o21bai_1	2	2
inv_1	3	3
a31oi_1	2	2
clkdlybuf4s50_1	0	19
xnor2_1	3	3
a21oi_1	5	5
## cell type report
class | instances | area share [%]
Multi-Input combinational cell | 48 | 43.7
Sequential cell | 9 | 23.8
Timing Repair Buffer | 19 | 20.1
Tap cell | 48 | 6.36
Clock buffer | 4 | 4.77
Inverter | 3 | 1.19
## through the flow
stage	instance area [sq um]	utilization, %	std cells	worst slack (ps)
after CTS	945	25.2	131	538
after global routing	945	25.2	131	420
after global placement	900	24.0	127	581
final	945	25.2	131	538
after floorplan	657	-	61	1220
after detailed placement	900	24.0	127	555
## sequential cells by signal, indices dropped and copies added, names as in the netlist
register and flops:
sum 8, state 1
## where the power goes
group	leakage, nW	internal, mW	switching, mW
logic	0.280	0.289	0.186
clock network	0.0228	0.0817	0.0419
registers	0.103	0.162	0.0439
total	0.405	0.533	0.271
## worst max-delay path by stage
stage                  start    to  slack [ps]
final                 inA[1]  done         540
after global routing  inA[1]  done         420
after CTS             inA[1]  done         540
## metal layers
metal / up-vias / part of all wire (%)
met5: - / 0
met4: 0 / 0
met3: 0 / 11
met2: 18 / 42
met1: 263 / 48
li1: 280 / -
## worst register-to-register path: stages, from the launching register on
cell	delay (ps)
dfrtp_1	390
ha_1	240
fa_1	430
a211oi_1	260
o21bai_1	110
a21oi_1	180
xnor2_1	80
a22o_1	200
## kinds of logic (layout without fill, tap and decap cells)
kind of cell | Yosys count | in the layout | share of synthesized area, %
compound gates | 27 | 27 | 32.6
xor+xnor | 5 | 5 | 6.67
fa+ha+maj | 8 | 8 | 16.4
buf+inv | 4 | 26 | 2.86
flops | 9 | 9 | 34.3
simple gates | 8 | 8 | 7.24
Power figures rest on the tool's default switching activity, not on a simulated workload.
